==> flow/design.v <==
`timescale 1ns/100ps
module bcd_encoder 
    #(parameter BINARY_LEN = 9,             
      parameter BCD_DIGITS = 3,             
      parameter BCD_LEN  = BCD_DIGITS * 4)  
    (CLK, RST_n, I_CONV, I_BIN,
     O_BUSY, O_BCD);
    localparam SCRATCH_LEN = BINARY_LEN + BCD_LEN;  
    input wire                  CLK;     
    input wire                  RST_n;   
    input wire                  I_CONV;  
    input wire [BINARY_LEN-1:0] I_BIN;   
    output wire               O_BUSY;  
    output wire [BCD_LEN-1:0] O_BCD;   
    logic [$clog2(BINARY_LEN)-1:0] scnt;     
    logic [SCRATCH_LEN-1:0]        scratch;  
    logic [BCD_LEN-1:0]            bcd;
    logic [BCD_LEN-1:0]            bcd_carry; 
    logic                          running;
    logic                          cr_i_conv;
    logic                          pr_i_conv;
    logic                          rs_i_conv;
    assign bcd = scratch[SCRATCH_LEN-1:SCRATCH_LEN-BCD_LEN];
    assign rs_i_conv = cr_i_conv & !pr_i_conv;
    genvar i;
    generate
        for (i = 0; i < BCD_DIGITS; i ++)
          begin : bcd_carry_adders
              assign bcd_carry[i*4+3:i*4] = bcd[i*4+3:i*4] + ((bcd[i*4+3:i*4] < 5) ? 0 : 3);
          end
    endgenerate
    always_ff @(posedge CLK or negedge RST_n)
      if (!RST_n) begin
        scratch <= '0;
        scnt <= '0;
        running <= '0;
        cr_i_conv <= '0;
        pr_i_conv <= '0;
      end
      else begin
        cr_i_conv <= I_CONV;
        pr_i_conv <= cr_i_conv;
        if (running) begin
            if (scnt == '0) begin
                running <= '0;
            end
            else begin
                scratch <= {bcd_carry[BCD_LEN-2:0], scratch[BINARY_LEN-1:0], 1'b0};
                scnt <= scnt - 1'b1;
            end
        end
        else begin
            if (rs_i_conv) begin
                scratch[BINARY_LEN-1:0] <= I_BIN;
                scratch[SCRATCH_LEN-1:SCRATCH_LEN-BCD_LEN] <= '0;
                scnt <= BINARY_LEN;
                running <= '1;
            end
        end             
      end
    assign O_BUSY = running;
    assign O_BCD = bcd;
endmodule
module clk_div                  
    #(parameter CCL_SZ = 2941)  
    (CLK, RST_n, 
     O_ST);
    localparam CNT_CCL_SZ = $clog2(CCL_SZ);  
    input wire CLK;    
    input wire RST_n;  
    output reg O_ST;   
    reg [CNT_CCL_SZ-1:0] cnt_clk;  
    always @(posedge CLK or negedge RST_n) begin
      if (!RST_n)
        begin
          cnt_clk <= {CNT_CCL_SZ{1'b0}};
          O_ST    <= 1'b0;
        end
      else 
        begin
          if (cnt_clk == CCL_SZ - 1'b1)
            begin
              cnt_clk <= {CNT_CCL_SZ{1'b0}};
              O_ST    <= 1'b1;
            end
          else 
            begin
              cnt_clk <= cnt_clk + 1'b1;
              O_ST    <= 1'b0;
            end
        end
    end
endmodule
module dynamic_indication
    #(parameter BCD_DIGITS = 3,   
      parameter BCD_LEN    = 12,  
      parameter SSEG       = 7,   
      parameter NUM_LEN    = 4)   
    (CLK, RST_n, I_ST, I_BCD, I_BUSY,
     O_MUX_HEX, O_HEX);
    localparam CNT_I_ST_SZ = $clog2(BCD_DIGITS);  
    input wire               CLK;     
    input wire               RST_n;   
    input wire               I_ST;    
    input wire [BCD_LEN-1:0] I_BCD;   
    input wire               I_BUSY;  
     output reg [BCD_DIGITS-1:0] O_MUX_HEX;  
     output reg [SSEG-1:0]       O_HEX;      
    reg [CNT_I_ST_SZ-1:0]  cnt_i_st;     
    wire [CNT_I_ST_SZ-1:0] nx_cnt_i_st;  
    reg [BCD_DIGITS-1:0]   nx_mux_hex;   
    reg [NUM_LEN-1:0]      nx_to_hex;    
    wire [SSEG-1:0]        nx_o_hex;     
    reg [BCD_LEN-1:0]      bcd;          
    reg                    cr_i_busy;    
    reg                    pr_i_busy;    
    wire                   ld_bcd;       
    wire                   en_di;        
    wire [NUM_LEN-1:0]     no_signal;    
    assign no_signal = {NUM_LEN{1'b1}};              
    assign ld_bcd = ~cr_i_busy & pr_i_busy;          
    assign en_di = I_ST & (bcd != {BCD_LEN{1'b0}});  
    assign nx_cnt_i_st = (cnt_i_st != BCD_DIGITS - 1'b1) ? cnt_i_st + 1'b1 : {CNT_I_ST_SZ{1'b0}};
    assign nx_o_hex = sseg(nx_to_hex);
    always @(*) begin
      begin
        case (cnt_i_st)
           2'b00   : begin 
                       nx_mux_hex = 3'b011;               
                       nx_to_hex = bcd[11:8]; 
                     end
           2'b01   : begin 
                       nx_mux_hex = 3'b101;
                       nx_to_hex = bcd[7:4];  
                     end
           2'b10   : begin 
                       nx_mux_hex = 3'b110;
                       nx_to_hex = bcd[3:0];  
                     end
           default : begin 
                       nx_mux_hex = {BCD_DIGITS{1'b1}}; 
                       nx_to_hex = no_signal; 
                     end
        endcase         
      end
    end    
    always @(posedge CLK or negedge RST_n) begin
      if (!RST_n)
        begin
          cr_i_busy <= 1'b0;
          pr_i_busy <= 1'b0;            
          cnt_i_st  <= {CNT_I_ST_SZ{1'b0}};
          O_MUX_HEX <= {BCD_DIGITS{1'b0}};
          O_HEX     <= {SSEG{1'b0}};
          bcd       <= {BCD_LEN{1'b0}};          
        end
      else 
        begin
          cr_i_busy <= I_BUSY;
          pr_i_busy <= cr_i_busy;  
          if (en_di)
            begin
              cnt_i_st  <= nx_cnt_i_st;
              O_MUX_HEX <= nx_mux_hex;
              O_HEX     <= nx_o_hex;
            end
          if (ld_bcd)
            bcd <= I_BCD;  
        end
    end
    function [SSEG-1:0] sseg (input [NUM_LEN-1:0] num);
      case (num)
         4'd0    : sseg = 7'b0111111;
         4'd1    : sseg = 7'b0000110;
         4'd2    : sseg = 7'b1011011;
         4'd3    : sseg = 7'b1001111;
         4'd4    : sseg = 7'b1100110;
         4'd5    : sseg = 7'b1101101;
         4'd6    : sseg = 7'b1111101;
         4'd7    : sseg = 7'b0000111;
         4'd8    : sseg = 7'b1111111;
         4'd9    : sseg = 7'b1101111;
         4'hF    : sseg = 7'b0000000;   
         default : sseg = 7'b0000000;
      endcase
    endfunction
endmodule
module hc_sr04_fsm
    #(parameter MAX_RANGE  = 400,            
      parameter DST_SZ = $clog2(MAX_RANGE))  
    (CLK, RST_n, I_EN, I_ST, I_ECHO, 
     O_DST, O_CONV, O_TRIG, O_FL);
    localparam CCL_TIME    = 1020;               
    localparam CNT_CCL_TIME = $clog2(CCL_TIME);  
    localparam ST_SZ      = 6;          
    localparam IDLE       = 6'b000001;  
    localparam TRIG       = 6'b000010;  
    localparam WT_ECHO    = 6'b000100;  
    localparam CNT_ECHO   = 6'b001000;  
    localparam CONV       = 6'b010000;  
    localparam WT_END_CCL = 6'b100000;  
    input wire CLK;     
    input wire RST_n;   
    input wire I_EN;    
    input wire I_ST;    
    input wire I_ECHO;  
    output reg [DST_SZ-1:0] O_DST;   
    output reg              O_CONV;  
    output reg              O_TRIG;  
    output reg              O_FL;    
    reg [ST_SZ-1:0]        st;           
    reg [ST_SZ-1:0]        nx_st;        
    reg [CNT_CCL_TIME-1:0] cnt_i_st;     
    reg [CNT_CCL_TIME-1:0] nx_cnt_i_st;  
    reg                    echo_d0;      
    reg                    echo_sync;    
    reg [DST_SZ-1:0]       cnt_echo;     
    reg [DST_SZ-1:0]       nx_cnt_echo;  
    reg                    nx_o_trig;    
    reg [DST_SZ-1:0]       nx_o_dst;     
    reg                    nx_o_conv;    
    reg                    nx_o_fl;      
    always @(*) begin
      nx_st = st;
      nx_cnt_i_st = cnt_i_st;
      nx_o_trig = O_TRIG;
      nx_cnt_echo = cnt_echo;
      nx_o_conv = O_CONV;
      nx_o_dst = O_DST;
      nx_o_fl = O_FL;
      if (I_ST)
        begin
          case (st)
             IDLE       : begin
                            if (I_EN)
                              begin
                                nx_o_trig = 1'b1;
                                nx_o_fl = 1'b1;
                                nx_st = TRIG;
                              end
                          end
             TRIG       : begin
                            nx_cnt_i_st = cnt_i_st + 1'b1;
                            nx_o_trig = 1'b0;
                            nx_st = WT_ECHO;    
                          end
             WT_ECHO    : begin
                            nx_cnt_i_st = cnt_i_st + 1'b1;
                            if (echo_sync) 
                              nx_st = CNT_ECHO;
                          end
             CNT_ECHO   : begin 
                            nx_cnt_i_st = cnt_i_st + 1'b1;
                            nx_cnt_echo = cnt_echo + 1'b1;
                            if (!echo_sync)
                              begin
                                nx_cnt_echo = {DST_SZ{1'b0}};
                                nx_o_conv = 1'b1;
                                nx_o_dst = cnt_echo + 1'b1;
                                nx_st = CONV;
                              end
                          end
             CONV       : begin
                            nx_cnt_i_st = cnt_i_st + 1'b1;
                            nx_o_conv = 1'b0;
                            nx_st = WT_END_CCL;
                          end
             WT_END_CCL : begin
                            nx_cnt_i_st = cnt_i_st + 1'b1;
                            if (cnt_i_st == CCL_TIME - 1'b1) 
                              begin 
                                nx_cnt_i_st = {CNT_CCL_TIME{1'b0}};
                                nx_o_fl = 1'b0;
                                nx_st = IDLE; 
                              end
                          end
             default    : begin
                            nx_st = IDLE; 
                            nx_cnt_i_st = {CNT_CCL_TIME{1'b0}};
                            nx_o_trig = 1'b0;
                            nx_cnt_echo = {DST_SZ{1'b0}};
                            nx_o_conv = 1'b0;
                            nx_o_dst = {DST_SZ{1'b0}};
                            nx_o_fl = 1'b0;
                          end       
          endcase
        end
    end
    always @(posedge CLK or negedge RST_n) begin
      if (!RST_n)
        begin
          st        <= IDLE;
          cnt_i_st  <= {CNT_CCL_TIME{1'b0}};
          O_TRIG    <= 1'b0;
          cnt_echo  <= {DST_SZ{1'b0}};
          O_CONV    <= 1'b0;
          O_DST     <= {DST_SZ{1'b0}};
          echo_d0   <= 1'b0;
          echo_sync <= 1'b0;
          O_FL      <= 1'b0;
        end
      else
        begin
          st        <= nx_st;
          cnt_i_st  <= nx_cnt_i_st;
          O_TRIG    <= nx_o_trig;
          cnt_echo  <= nx_cnt_echo;
          O_CONV    <= nx_o_conv;
          O_DST     <= nx_o_dst;
          O_FL      <= nx_o_fl;
          if (I_ST)
            begin
              echo_d0   <= I_ECHO;
              echo_sync <= echo_d0;
            end
        end
    end
endmodule
module top_hc_sr04
    #(parameter BCD_DIGITS = 3,  
      parameter SSEG       = 7)  
    (CLK, RST_n, I_EN, I_ECHO,
     O_TRIG, O_MUX_HEX, O_HEX, O_FL);
    localparam MAX_RANGE = 400;                   
    localparam CCL_SZ    = 2941;                  
    localparam DST_SZ    = $clog2(MAX_RANGE);     
    localparam NUM_LEN   = 4;                     
    localparam BCD_LEN   = BCD_DIGITS * NUM_LEN;  
    input wire CLK;     
    input wire RST_n;   
    input wire I_EN;    
    input wire I_ECHO;  
    output wire                  O_TRIG;     
    output wire [BCD_DIGITS-1:0] O_MUX_HEX;  
    output wire [SSEG-1:0]       O_HEX;      
    output wire                  O_FL;       
    wire               en;       
    wire               strobe;   
    wire               conv;     
    wire [DST_SZ-1:0]  dst;      
    wire               busy;     
    wire [BCD_LEN-1:0] bcd_dst;  
    assign en = ~I_EN;
    clk_div 
        #(
         .CCL_SZ(CCL_SZ)
        )
    clk_div 
        (
         .CLK(CLK),
         .RST_n(RST_n),
         .O_ST(strobe)
        );
    hc_sr04_fsm 
        #(
         .MAX_RANGE(MAX_RANGE),
         .DST_SZ(DST_SZ)
        )
    hc_sr04_fsm
        (
         .CLK(CLK),
         .RST_n(RST_n),
         .I_EN(en),
         .I_ST(strobe),
         .I_ECHO(I_ECHO),
         .O_DST(dst),
         .O_CONV(conv),
         .O_TRIG(O_TRIG),
         .O_FL(O_FL)
        );
    bcd_encoder 
        #(
         .BINARY_LEN(DST_SZ),
         .BCD_DIGITS(BCD_DIGITS),
         .BCD_LEN(BCD_LEN)
        )
    bcd_encoder 
        (   
         .CLK(CLK),
         .RST_n(RST_n),
         .I_CONV(conv),
         .I_BIN(dst),
         .O_BUSY(busy),
         .O_BCD(bcd_dst)
        );  
    dynamic_indication 
        #(
         .BCD_DIGITS(BCD_DIGITS),
         .BCD_LEN(BCD_LEN),
         .SSEG(SSEG),
         .NUM_LEN(NUM_LEN)
        )
    dynamic_indication
        (
         .CLK(CLK),
         .RST_n(RST_n),
         .I_ST(strobe),
         .I_BCD(bcd_dst),
         .I_BUSY(busy),
         .O_MUX_HEX(O_MUX_HEX),
         .O_HEX(O_HEX)    
        );
endmodule 
==> flow/run.sh <==
#!/bin/bash
# OpenROAD 26Q1-2900-gdf79404cd8, Yosys 0.63+post, stock flow scripts
make -C /OpenROAD-flow-scripts/flow DESIGN_CONFIG=/design/flow/config.mk WORK_HOME=/design/flow/orfs finish
==> flow/config.mk <==
export PLATFORM = sky130hd
export DESIGN_NAME = top_hc_sr04
export DESIGN_NICKNAME = top_hc_sr04
export VERILOG_FILES = /design/flow/design.v
export SDC_FILE = /design/flow/constraint.sdc
export NUM_CORES = 4
export LEC_CHECK = 1
export CORE_UTILIZATION = 50
==> flow/constraint.sdc <==
current_design top_hc_sr04

set clk_period 5.2
set clk_io_pct 0.2

create_clock -name clk0 -period $clk_period [get_ports {CLK}]

set non_clock_inputs [all_inputs -no_clocks]
set_input_delay [expr $clk_period * $clk_io_pct] -clock clk0 $non_clock_inputs
set_output_delay [expr $clk_period * $clk_io_pct] -clock clk0 [all_outputs]
==> flow_summary.rst <==
Implementation results
======================

.. list-table::
   :header-rows: 1

   * - Metric
     - Value
   * - Largest stage delay on the critical path
     - 0.48 ns
   * - Total Neg Setup Slack
     - 0 ns
   * - Synthesized cell area
     - 0.00515 mm2
   * - Int Pwr
     - 1.10 mW
   * - Clock buffers created by TritonCTS
     - 9
   * - Stage-log warning count
     - 30
   * - Setup crit end kind
     - output port
   * - Share of total power in combinational logic
     - 1.4%
   * - Clock transition at the registers of the reported paths
     - 0.11 ns
   * - Area of the synthesized netlist per yosys stat
     - 0.00515 mm2
   * - Post-Route WL
     - 9010 um
   * - All-layer global routing usage
     - 18.8%
   * - Clock root buffer master
     - sky130_fd_sc_hd__clkbuf_8
   * - Total number of clock tree sinks
     - 106
   * - Gate count after technology mapping
     - 497
   * - Number of DRC markers in iteration 0
     - 80
   * - Number of instances resized during post-cts repair
     - 0
   * - Sequential share of power
     - 58.5%
   * - Net switching share of the total power
     - 21.8%
   * - Max Cap Viol
     - 0
   * - CTS tree
     - done
   * - RSZ-0062 raised after global routing
     - no
   * - Ratio of cells with drive above 1 in the final layout
     - 11.0%
   * - Post-route ant nets
     - 0
   * - Type of the most critical hold path
     - reg -> reg
   * - Actual slew at the worst max-slew pin
     - 0.913 ns
   * - Slowest cell on the critical path
     - sky130_fd_sc_hd__clkdlybuf4s50_1
   * - Total inserted antenna cells
     - 0
   * - Total via count in the routed design
     - 3382
   * - Final setup violation count
     - 0
   * - Register area share after synthesis
     - 51.5%
   * - Synthesized area per cell
     - 10.4 um2
   * - Data required time at the worst endpoint
     - 4.16 ns
   * - GRT overflow
     - 0
   * - Portion of the clock cycle consumed by the worst path in the final layout
     - 43.9%
   * - Yosys warning tally
     - 4
   * - Final critical path time including I/O delays and setup
     - 2.28 ns
   * - Upper clock frequency limit
     - 438 MHz
   * - Leakage Power
     - 2.47 nW
   * - Worst Hold Slack
     - 0.379 ns
   * - Fin. max-slew vios
     - 0
   * - Maximum fanout along the worst path
     - 2
   * - Worst slack after detailed placement
     - 3.13 ns
   * - Most used flip-flop cell
     - sky130_fd_sc_hd__dfrtp_1
   * - Synthesis-to-layout area growth
     - 9.01%
   * - Hold Buf Count CTS
     - 0
   * - Standard cell core area
     - 0.00986 mm2
   * - Worst Clk Skew
     - 0.0180 ns
   * - Clock share of power
     - 40.1%
   * - Kind of cell with the highest combined delay on the critical path
     - buffers and inverters
   * - Combined buffer and inverter count along the critical path
     - 1
   * - Insertion delay of the later-clocked pin in the worst-skew pair
     - 0.37 ns
   * - Critical-path cell list
     - clkdlybuf4s50_1
   * - Number of levels in the clock H-tree
     - 3
   * - Pin count of the biggest net entering global routing
     - 40
   * - Placement row count
     - 36
   * - Placed Cells incl. Taps
     - 628
   * - Final hold violation count
     - 0
   * - Commonest cells after routing, fill and taps aside
     - sky130_fd_sc_hd__dfrtp_1 (105), sky130_fd_sc_hd__nand2_1 (56), sky130_fd_sc_hd__o21ai_0 (52)
   * - Post-CTS setup buffer count
     - 0
   * - Most frequently placed logic cell in the final layout
     - sky130_fd_sc_hd__dfrtp_1
   * - I/O pin total
     - 16
   * - Element type at the critical path start
     - register
   * - Vertical die dimension
     - 104 um
   * - CP Class
     - reg -> out
   * - Proportion of register bits with asynchronous set or reset after synthesis
     - 100%
   * - Post-synthesis sequential element count
     - 106
   * - Placer Congestion
     - 0.768
   * - Final standard cell area without fillers
     - 0.00562 mm2
   * - Worst VDD drop
     - 0.145 mV
   * - Smallest setup slack after layout
     - 2.92 ns
   * - Post-DP HPWL
     - 6190 um
   * - Number of antenna violations at the first check in global routing
     - 0
   * - Net switching power
     - 307 uW
   * - Number of optimization iterations in the first detailed-route pass
     - 4
   * - Fin util
     - 56.9%
   * - Count of buffers inserted at the top-level ports
     - 15
   * - Routed length per instance
     - 14.0 um
   * - Buffer depth of the longest clock path
     - 2
   * - Flip-flops with a built-in enable
     - 0
   * - Overall power consumption
     - 1.41 mW
   * - Horizontal die dimension
     - 104 um
   * - Max_slew headroom
     - 38.9%
   * - First-pass GRT wire length
     - 16000 um
   * - Number of different library cells in the post-synthesis netlist
     - 54
   * - Total placed instance area
     - 0.00539 mm2
   * - Total DRC errors in the routed layout
     - 0
   * - Chip area
     - 0.0107 mm2
   * - WP data arrival
     - 1.24 ns
   * - Via count of the first global-routing pass
     - 3218
   * - Number of cells in the yosys synthesis report
     - 497
   * - Power Density
     - 251 mW/mm2
   * - Initial Utilization
     - 52.2%
   * - Tally of non-filler cells in the final layout
     - 644
   * - Result of the run
     - finished clean
   * - Ratio of routed vias to standard cells
     - 5.25
==> synth_stat cells, drive strengths merged, types with 2 or more instances <==
master / count / area (um2)
xnor2: 15 / 131
and2: 2 / 12.5
dfrtp: 105 / 2630
mux2: 18 / 214
clkbuf: 11 / 41.3
and3: 6 / 42.5
buf: 9 / 60.1
ha: 15 / 188
nor2: 43 / 169
o22a: 6 / 52.6
o31ai: 4 / 30.0
nor2b: 5 / 38.8
nand4: 6 / 37.5
o21ai: 54 / 270
mux2i: 9 / 90.1
nand2b: 10 / 65.1
a31oi: 5 / 50.1
inv: 20 / 75.1
or4: 2 / 15.0
a21oi: 18 / 90.1
nor4: 6 / 43.8
a22o: 10 / 87.6
and4: 2 / 17.5
xor2: 13 / 114
nand3: 27 / 135
o22ai: 2 / 26.3
nand2: 57 / 216
fa: 3 / 60.1
==> cell families (layout without fill, tap and decap cells) <==
logic type	Yosys count	after routing	synth area share, %
flops	106	106	51.5
compound gates	107	107	13.2
buf+inv	41	55	3.52
simple gates	170	170	16.3
mux	27	27	5.90
fa+ha+maj	18	18	4.81
xor+xnor	28	28	4.76
==> path summary, 6_finish.rpt <==
| kind | from | endpoint | slack [ns] | cells past startpoint |
|---|---|---|---|---|
| worst max-delay path | hc_sr04_fsm.O_TRIG | O_TRIG | 2.92 | 1 |
| worst min-delay path | hc_sr04_fsm.O_CONV | bcd_encoder.cr_i_conv | 0.38 | 0 |
| worst max register to register | clk_div.O_ST | dynamic_indication.cnt_i_st[0] | 3.08 | 3 |
| worst min register to register | hc_sr04_fsm.O_CONV | bcd_encoder.cr_i_conv | 0.38 | 0 |
| max in group asynchronous | RST_n | dynamic_indication.cr_i_busy | 3.76 | 2 |
| min in group asynchronous | RST_n | clk_div.cnt_clk[10] | 0.59 | 1 |
==> power groups by stage <==
stage / clock network [mW] / registers [mW] / logic [mW]
after global routing: 0.617 / 0.824 / 0.0234
after CTS: 0.586 / 0.824 / 0.0208
final: 0.565 / 0.824 / 0.0191
==> worst reg2reg max path, stage by stage (launching register included) <==
cell,delay [ns]
sky130_fd_sc_hd__dfrtp_1,0.63
sky130_fd_sc_hd__inv_1,0.20
sky130_fd_sc_hd__a31oi_2,0.76
sky130_fd_sc_hd__mux2_2,0.41
==> final cells by class <==
cell class / count / area [um2]
Clock buffer: 9 / 124
Clock inverter: 7 / 100
Fill cell: 842 / 4250
Inverter: 21 / 80.1
Multi-Input combinational cell: 350 / 2320
Sequential cell: 106 / 2650
Tap cell: 133 / 166
Timing Repair Buffer: 18 / 170
==> state kept, by name, indices dropped and copies added (netlist names), 2 cells and up <==
register and flops:
bcd_encoder.scratch 21, clk_div.cnt_clk 12, dynamic_indication.bcd 12, hc_sr04_fsm.cnt_i_st 10, hc_sr04_fsm.O_DST 9, hc_sr04_fsm.cnt_echo 9, dynamic_indication.O_HEX 7, hc_sr04_fsm.st 6
bcd_encoder.scnt 4, dynamic_indication.O_MUX_HEX 3, dynamic_indication.cnt_i_st 2
==> metal layers <==
metal  vias up  wire length, um  global-route usage [%]
met2        27             3970                    27.1
li1       1748                -                       -
met4         0               98                    1.66
met5         -                0                       0
met1      1600             4730                    32.7
met3         7              203                    3.14
No activity file was given, so power comes from the tool's default toggle rates.
